### run.sh
#!/bin/bash
# OpenROAD 26Q1-2900-gdf79404cd8, Yosys 0.63+post, stock flow scripts
make -C /OpenROAD-flow-scripts/flow DESIGN_CONFIG=/design/flow/config.mk WORK_HOME=/design/flow/orfs finish
### config.mk
export PLATFORM = sky130hd
export DESIGN_NAME = tt_um_fpga_hdl_demo
export DESIGN_NICKNAME = tt_um_fpga_hdl_demo
export VERILOG_FILES = /design/flow/design.v
export SDC_FILE = /design/flow/constraint.sdc
export NUM_CORES = 4
export LEC_CHECK = 1
export CORE_UTILIZATION = 40
### constraint.sdc
current_design tt_um_fpga_hdl_demo

set clk_period 4.7
set clk_io_pct 0.2

create_clock -name clk0 -period $clk_period [get_ports {clk}]

set non_clock_inputs [all_inputs -no_clocks]
set_input_delay [expr $clk_period * $clk_io_pct] -clock clk0 $non_clock_inputs
set_output_delay [expr $clk_period * $clk_io_pct] -clock clk0 [all_outputs]
### design.v
module seg7 (
    input wire [3:0] counter,
    output reg [6:0] segments
);
    always @(*) begin
        case(counter)
            0:  segments = 7'b0111111;
            1:  segments = 7'b0000110;
            2:  segments = 7'b1011011;
            3:  segments = 7'b1001111;
            4:  segments = 7'b1100110;
            5:  segments = 7'b1101101;
            6:  segments = 7'b1111101;
            7:  segments = 7'b0000111;
            8:  segments = 7'b1111111;
            9:  segments = 7'b1101111;
            10: segments = 7'b1110111;
            11: segments = 7'b1111100;
            12: segments = 7'b0111001;
            13: segments = 7'b1011110;
            14: segments = 7'b1111001;
            15: segments = 7'b1110001;
	    default:
                segments = 7'b0000000;
        endcase
    end
endmodule
`default_nettype none
module tt_um_fpga_hdl_demo #( parameter MAX_COUNT = 24'd10_000_000 ) (
    input  wire [7:0] ui_in,     
    output wire [7:0] uo_out,    
    input  wire       ena,       
    input  wire       clk,       
    input  wire       rst_n      
);
    wire reset = ! rst_n;
    wire [6:0] led_out;
    assign uo_out[6:0] = led_out;
    assign uo_out[7] = 1'b0;
    reg [23:0] second_counter;
    reg [3:0] digit;
    wire [23:0] compare = ui_in == 0 ? MAX_COUNT: {6'b0, ui_in[7:0], 10'b0};
    always @(posedge clk) begin
        if (reset) begin
            second_counter <= 0;
            digit <= 0;
        end else begin
            if (second_counter == compare) begin
                second_counter <= 0;
                digit <= digit + 1'b1;
                if (digit == 9)
                    digit <= 0;
            end else
                second_counter <= second_counter + 1'b1;
        end
    end
    seg7 seg7(.counter(digit), .segments(led_out));
endmodule
==> flow_summary_export.csv <==
group,metric,value,unit
status,status,"complete, no violations",
clocking,h-tree-depth,2,
power_and_ir_drop,powerDensity,252,nW/um2
drt,vias_per_cell,5.00,
die,die_h,72.0,um
die,io_pins,19,
logic_synthesis,post_synth.cell_area_avg,8.55,um2
global_route,grt_pass1_vias,1418,
run,cap_violations,0,
clocking,postCtsSetupBuffers,0,
global_route,antenna_found_initial,0,
global_route,grt_pass1_wl,6380,um
placement,dp_hpwl,2870,um
layout,final_util,48.3,%
setup_path,cp_top_family,"simple AND/OR/NAND/NOR gates",
clocking,numCtsBuffers,5,
logic_synthesis,edf_count,0,
layout,regArea,701,um2
power_and_ir_drop,p_int,0.000448,W
setup_path,worstSetupStartpointType,"input port",
die,die_w,72.0,um
sta,min_period,3.97,ns
logic_synthesis,synthCells,229,
logic_synthesis,yosys_area,1960,um2
die,row_count,25,
global_route,grt_max_degree,24,
setup_path,crit_required,4.87,ns
clocking,cts_max_path_buffers,2,
drt,drt_first_iter_violations,55,
layout,syn_to_final_growth,16.6,%
setup_path,critical_path.max_fanout,5,
setup_path,crit_chain,"clkdlybuf4s50_1 > nor4_1 > nand2_1 > mux2_2 > nor4_1 > o21a_1 > ha_1 > inv_1 > nor3_1 > a21oi_1 > a211o_1 > o211ai_1 > a21oi_1",
placement,numPortBuffers,16,
setup_path,crit_path_max_incr_delay,0.49,ns
setup_path,cp-end-kind,"flop",
drt,n_antenna_cell,0,
clocking,cts_tree,"done",
setup_path,crit_buf_inv,2,
drt,ant_nets,0,
sta,slew_violations,0,
setup_path,arrival,4.14,ns
logic_synthesis,ys_cells,229,
power_and_ir_drop,p_comb_share,5.9,%
power_and_ir_drop,p_leak,0.864,nW
sta,finalSetupViolCount,0,
die,fp_util,41.5,%
clocking,cts_num_sinks,35,
sta,relSlewSlack,46.3,%
power_and_ir_drop,power_switching,0.000126,W
layout,logic_area,1170,um2
sta,tightest_slew,0.804,ns
power_and_ir_drop,seqPwrFrac,52.4,%
layout,stdcell_area,2280,um2
clocking,post_cts_resized,0,
sta,fin_setup_tns,0,ns
drt,drt-total-wl,3830,um
sta,finalCritPeriodShare,84.5,%
setup_path,crit_slowest_cell,"nor4_1",
clocking,cts.clk_slew.worst_paths,0.07,ns
global_route,track_usage,15.9,%
drt,dr.pass1.iters,4,
logic_synthesis,ys_seq_elements,35,
drt,wl_per_cell,12.2,um
die,dieArea,5180,um2
clocking,postCtsHoldBufs,0,
layout,fill_cells,451,
logic_synthesis,ys_warn_count,2,
sta,skew,0.00751,ns
setup_path,path_class,"input port to flop",
sta,hold_viol,0,
hold_path,hold_path_class,"flop to flop",
sta,hold_ws,0.460,ns
logic_synthesis,async_flop_share,0,%
die,core-area,4720,um2
power_and_ir_drop,ir_worst_vdd,0.110,mV
sta,rsz0062_at_grt,"no",
clocking,cts_root_buf,"clkbuf_8",
sta,fmax,252,MHz
drt,dr_total_vias,1571,
power_and_ir_drop,p_clk_share,41.7,%
clocking,clk-insertion-delay-late,0.29,ns
layout,drive_above_1_share,6.88,%
global_route,overflow,0,
logic_synthesis,yosysSeqAreaShare,35.8,%
logic_synthesis,ff_type,"dfxtp_1",
layout,final_cells,314,
placement,placed_cell_area,2180,um2
placement,dp.cells,306,
logic_synthesis,synth_cell_types,45,
logic_synthesis,synth_area,1960,um2
run,tool_warnings,32,
drt,drc,0,
placement,gp_congestion,0.859,
power_and_ir_drop,p_sw_share,22.0,%
logic make-up after synthesis:
kind of cell | after synthesis | share of synthesized area (%)
multiplexers | 8 | 4.41
XOR/XNOR | 28 | 12.5
buffers and inverters | 22 | 4.41
adder cells (fa/ha/maj) | 9 | 5.75
AND/OR/NAND/NOR | 102 | 27.7
flip-flops | 35 | 35.8
other | 1 | 0.192
AND-OR/OR-AND | 24 | 9.20
metrics by stage:
stage | setup WS (ns) | power [W]
CTS | 0.740 | 0.000582
global placement | 0.432 | 0.000342
floorplan | 1.26 | 0.000328
finish | 0.729 | 0.000575
detailed placement | 0.438 | 0.000342
global route | 0.469 | 0.000599
power groups by stage:
stage	combinational, W	clock, W	sequential (W)
CTS	0.0000342	0.000247	0.000301
global route	0.0000378	0.000260	0.000301
finish	0.0000340	0.000240	0.000301
synth_stat cells (all sizes together), types with 3 or more instances:
cell | instances | area share (%)
and2 | 3 | 0.96
nand2 | 14 | 2.7
ha | 9 | 5.8
nand4 | 8 | 2.6
nand4b | 3 | 1.3
xor2 | 14 | 6.3
or4 | 3 | 1.3
nor2 | 35 | 6.7
xnor2 | 14 | 6.3
nor4 | 5 | 2.7
nor3 | 6 | 1.5
mux2i | 6 | 3.3
or3 | 3 | 0.96
dfxtp | 35 | 36
clkbuf | 6 | 1.2
nand3 | 11 | 2.8
a21oi | 4 | 1.0
and3 | 6 | 1.9
inv | 15 | 2.9
o21a | 4 | 1.5
area by class of cell:
cell class                 count  share of cell area (%)
multi-input combinational    172                    51.3
sequential                    35                    30.7
timing repair buffer          17                    7.34
clock buffer                   7                    4.22
tap                           67                    3.67
inverter                      15                    2.47
clock inverter                 1                   0.329
final timing paths:
check                           slack, ns           endpoint              start  depth (start not counted)
worst min register to register       0.46  second_counter[0]  second_counter[0]                          1
worst max-delay path                 0.73         led_out[6]           ui_in[4]                         13
worst min-delay path                 0.46  second_counter[0]  second_counter[0]                          1
worst max register to register       1.00         led_out[6]  second_counter[3]                         12
layer usage:
metal | global-route usage (%) | routed length (um) | share of wire [%]
met5 | 0 | 0 | 0
met4 | 2.18 | 64 | 1.7
met3 | 2.68 | 123 | 3.2
met2 | 25.7 | 1680 | 44
met1 | 23.4 | 1960 | 51
placed cells by master (no fill, tap or decap), types with 4 or more instances in the layout:
| cell type | instances |
|---|---|
| nor2_1 | 35 |
| dfxtp_1 | 35 |
| clkdlybuf4s50_1 | 16 |
| inv_1 | 15 |
| xnor2_1 | 14 |
| nand2_1 | 14 |
| xor2_1 | 14 |
| nand3_1 | 11 |
| ha_1 | 9 |
| nand4_1 | 8 |
| clkbuf_8 | 7 |
| and3_1 | 6 |
| nor3_1 | 6 |
| mux2i_1 | 5 |
| a21oi_1 | 4 |
| o21a_1 | 4 |
sequential cells by signal (all words and copies together), names as in the netlist:
signal	flops
digit	4
led_out	7
second_counter	24
Power is estimated from default activity; no workload was simulated.
